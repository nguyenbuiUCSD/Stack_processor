[design/flow/design.v]
module imem(
  input       [7:0] PC,       
  output logic[8:0] inst);	  
  always_comb case(PC)
    0: inst = 'b0_0000_0000;    
    1: inst = 'b0_0000_0001;    
    2: inst = 'b0_0000_0010;    
    3: inst = 'b0_0000_0011;    
    4: inst = 'b0_0000_0100;    
    5: inst = 'b0_0000_0101;    
    6: inst = 'b0_0000_0110;    
    7: inst = 'b1_0000_0000;    
    8: inst = 'b1_1111_1111;    
    default: inst = 'b1_1111_1111;  
  endcase
endmodule
[design/flow/run.sh]
#!/bin/bash
# OpenROAD 26Q1-2900-gdf79404cd8, Yosys 0.63+post, stock flow scripts
make -C /OpenROAD-flow-scripts/flow DESIGN_CONFIG=/design/flow/config.mk WORK_HOME=/design/flow/orfs finish
[design/flow/config.mk]
export PLATFORM = sky130hd
export DESIGN_NAME = imem
export DESIGN_NICKNAME = imem
export VERILOG_FILES = /design/flow/design.v
export SDC_FILE = /design/flow/constraint.sdc
export NUM_CORES = 4
export LEC_CHECK = 1
export CORE_AREA = 10 10 70 70
export DIE_AREA = 0 0 80 80
[design/flow/constraint.sdc]
current_design imem

set clk_period 1.1
set clk_io_pct 0.2

create_clock -name clk0 -period $clk_period

set non_clock_inputs [all_inputs -no_clocks]
set_input_delay [expr $clk_period * $clk_io_pct] -clock clk0 $non_clock_inputs
set_output_delay [expr $clk_period * $clk_io_pct] -clock clk0 [all_outputs]
==> flow_summary_export.csv <==
group,metric,value,unit
cells_and_area,final_util,0.09377,
cells_and_area,stdcell_area,320.3,um2
floorplanning,io-pin-count,17,
grt,grt_pass1_vias,165,
floorplanning,dieArea,6400,um2
cells_and_area,layout_top_cell,"buf_6",
run_status,violations,"setup timing",
grt,antenna_found_initial,0,
drt,drt_iter0_drc,1,
floorplanning,core_area,3416,um2
cells_and_area,flop-count,0,
place,gp_congestion,0.7072,
sta,period_used_share,1.301,
grt,grt_overflow,0,
power,leakage,0.1110,nW
synth,synth_cell_type_count,7,
cells_and_area,final_cell_count_no_fill,75,
synth,netlist_instances,14,
sta,finalMaxSlewViolations,0,
floorplanning,num_rows,21,
cells_and_area,layout_top_cells,"8 x buf_6, 5 x buf_2, 4 x dlygate4sd2_1",
worst_setup_path,critical_path_peak_fanout,3,
synth,ys_cells,14,
worst_setup_path,worstSetupStartpointType,"input port",
sta,setup_viol,9,
sta,hold_viol,0,
sta,fmax,698.7,MHz
cells_and_area,nFillCells,408,
synth,netlist.area_leader.share,0.2500,
synth,yosysTopAreaCell,"buf_4",
sta,grt_setup_unrepaired,"true",
drt,n_antenna_cell,0,
worst_hold_path,min_path_type,"input port to primary output",
synth,synth_seq_share,0,
floorplanning,initCoreUtil,0.03516,
cells_and_area,area_growth,166.7,%
drt,ant_nets,0,
sta,relSlewSlack,0.8466,
sta,fin_ws,-0.3313,ns
sta,min_period,1.431,ns
run_status,status,"finished with violations",
grt,grt.total_usage,0.02009,
power,p_per_area,167.6,nW/um2
drt,viasPerCell,2.080,
drt,wire_per_inst,8.467,um
worst_setup_path,worstSetupEndpointType,"primary output",
sta,whs,0.7782,ns
synth,synth.avg_cell_area,8.580,um2
flow_run,maxCapViolations,0,
power,worst_ir_drop_vdd,0.00002165,V
drt,drc,0,
flow_run,warnings,35,
worst_setup_path,crit_type,"input port to primary output",
drt,drt-total-wl,635,um
drt,drt_pass1_iterations,2,
sta,worst_pin_slew,0.2284,ns
cells_and_area,clock_buffers,0,
cells_and_area,layout-drive-gt1-share,0.5862,
place,place_hpwl,570.4,um
drt,vias,156,
place,placedInstanceArea,317.8,um2
worst_setup_path,arrival,1.21,ns
cells_and_area,seqCellArea,0,um2
synth,synth_area,120.1,um2
grt,grt_max_degree,6,
synth,synthTopCellsByArea,"buf_4 25%, or3b_1 22%, a21boi_0 19%",
place,dpl.cell_count,73,
place,port_buffers,17,
power,power,0.05369,mW
place,pre_cts_ws,-0.9502,ns
synth,yosys-stat-area,120.1,um2
synth,yosys_warnings,1,
floorplanning,die_h,80,um
grt,grt_first_pass_wirelength,1000,um
sta,tns,-1.996,ns
floorplanning,die_w,80,um
worst_setup_path,critPathRequiredTime,0.88,ns
-- power by group --
| part | total (mW) | switching (mW) | internal, mW |
|---|---|---|---|
| Combinational | 0.0537 | 0.0195 | 0.0342 |
| Sequential | 0 | 0 | 0 |
| Clock | 0 | 0 | 0 |
| Total | 0.0537 | 0.0195 | 0.0342 |
-- area by class of cell --
class | count | area (um2) | area share
multi-input cells | 10 | 93.84 | 0.2930
well taps | 46 | 57.56 | 0.1797
repair buffers | 19 | 168.9 | 0.5273
-- layer usage --
| metal | vias to the layer above | part of all wire | global-route usage |
|---|---|---|---|
| met4 | 0 | 0 | 0 |
| li1 | 78 | - | - |
| met1 | 66 | 0.45 | 0.02637 |
| met3 | 0 | 0.18 | 0.01250 |
| met2 | 12 | 0.37 | 0.02889 |
| met5 | - | 0 | 0 |
-- worst max-delay path, cell delays in order --
cell and delay [ns]:
buf_6 0.10, nor4_4 0.28, buf_4 0.16, or3b_1 0.33, buf_2 0.12
-- Yosys cell counts --
cell / number
buf_4: 4
nor4_4: 1
a21boi_0: 3
or2b_1: 1
nand3b_1: 1
nand3_1: 1
or3b_1: 3
-- cells by family (layout without fill, tap and decap cells) --
family	after synthesis	after routing	synth area share
buffers and inverters	4	19	0.2500
AND/OR/NAND/NOR	7	7	0.5625
AND-OR/OR-AND	3	3	0.1875
-- worst paths after layout --
path | to | startpoint | depth (start not counted)
worst max-delay path | inst[1] | PC[3] | 5
worst min-delay path | inst[2] | PC[3] | 4
-- timing repair --
item | in CTS | in global routing
endpoints found under the setup margin | 9 | 9
setup buffers | 2 | 0
pin swaps | 1 | 1
resized | 52 | 3
hold buffers | 0 | 0
Power is estimated from default activity; no workload was simulated.
