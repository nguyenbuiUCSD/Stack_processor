==> flow/design.v <==
import definitions::*;
module sc (
  input        [1:0] op, 
  input              clk,	      
  input              reset,		  
  output logic [3:0] SC);		  
  always_ff @(posedge clk)
    begin 
      if(reset)				
        SC <= 4'b0000;
      else if (op==DES_2)
        SC <= SC - 2;
      else if (op==DES_1)
        SC <= SC - 1;
      else if (op==ADV_1)
        SC <= SC + 1;
    end
endmodule
==> flow/run.sh <==
#!/bin/bash
# OpenROAD 26Q1-2900-gdf79404cd8, Yosys 0.63+post, stock flow scripts
make -C /OpenROAD-flow-scripts/flow DESIGN_CONFIG=/design/flow/config.mk WORK_HOME=/design/flow/orfs finish
==> flow/config.mk <==
export PLATFORM = sky130hd
export DESIGN_NAME = sc
export DESIGN_NICKNAME = sc
export VERILOG_FILES = /design/flow/design.v
export SDC_FILE = /design/flow/constraint.sdc
export NUM_CORES = 4
export LEC_CHECK = 1
export CORE_AREA = 10 10 70 70
export DIE_AREA = 0 0 80 80
==> flow/constraint.sdc <==
current_design sc

set clk_period 1.2
set clk_io_pct 0.2

create_clock -name clk0 -period $clk_period [get_ports {clk}]

set non_clock_inputs [all_inputs -no_clocks]
set_input_delay [expr $clk_period * $clk_io_pct] -clock clk0 $non_clock_inputs
set_output_delay [expr $clk_period * $clk_io_pct] -clock clk0 [all_outputs]
==> impl_metrics.tcl <==
# place-and-route summary
set metrics [dict create \
    status "completed" \
    fin_crit_sh_pct 97.1 \
    rsz0062_at_grt "no" \
    critical_path_arrival_ns 1.29 \
    cpMaxStageDelayCell "dfxtp_2" \
    pre_cts_ws_ns -0.0625 \
    grt_pass1_vias 155 \
    insertion_delay_ns 0.24 \
    cts_sinks 3 \
    place_congestion 0.677 \
    whs_ns 0.494 \
    cap_violations 0 \
    wl_met1_um 164 \
    critical_path.startpoint "SC[1]$_SDFFE_PP0N_" \
    rr_startpoint "SC[1]$_SDFFE_PP0N_" \
    port_buffers 5 \
    ant_nets 0 \
    fmax_mhz 859 \
    required_ns 1.32 \
    drt_iter0_drc 4 \
    routed.top_layer "met4" \
    ys.flops 3 \
    cp_max_fo 2 \
    grt_pass1_wl_um 676 \
    syn2layout_area_growth_pct 113 \
    die_x_um 80 \
    top_level_ports 8 \
    openroad.warnings 26 \
    synth_cell_types 10 \
    clkTransAtPathRegs_ns 0.04 \
    critical_path_buf_inv_count 2 \
    sw_frac_of_total_pct 23.4 \
    fp_util_pct 4.36 \
    ys_seq_share_pct 40.3 \
    largestRegisters "SC: 3 flops" \
    largest_reg_flops 3 \
    clock_skew_ns 0.00246 \
    post-route-util_pct 9.30 \
    syn_inst 16 \
    intPower_uw 294 \
    worstHoldPathType "flop to flop" \
    via_per_inst 2.00 \
    cp_cell_sequence "buf_4, inv_2, ha_2, nor2b_4, mux2_4" \
    cts_buffers 3 \
    clkPwrFrac_pct 47.7 \
    die_y_um 80 \
    wire_per_inst_um 6.25 \
    grt_max_degree 4 \
    grt-ovfl-total 0 \
    crit_type "flop to flop" \
    startpoint_type "flop" \
    p_leak_nw 0.133 \
    fp-row-count 21 \
    grtUsageTotal_pct 1.55 \
    dieArea_um2 6400 \
    synth_area_per_cell_um2 9.31 \
    hold_start "SC[2]$_SDFFE_PP0N_" \
    met3_length_um 152 \
    wl_met2_um 146 \
    period_minus_slack_ns 1.16 \
    ir_worst_vdd_uv 168 \
    synth_top_cell_by_area "dfxtp_1" \
    drtPass1Iterations 4 \
    cts_buffer_depth 2 \
    finalWorstSetupSlack_ns 0.0354 \
    seqPwrFrac_pct 31.1 \
    drc 0 \
    core_area_um2 3420 \
    yosys-top-cells-area "dfxtp_1 40%, nor2b_1 13%, mux2_4 10%, ha_1 8.4%, xor2_1 5.9%" \
    ctsHtreeMaxLevel 1 \
    place.detailed.hpwl_um 331 \
    postRouteWirelength_um 469 \
    hold_buffers 0 \
    top_register "SC" \
    p_total_uw 384 \
    synth_chip_area_um2 149 \
    cp_top_family "flip-flops" \
    cts_tree "yes" \
    ys_warn_count 8 \
    slowest_delay_ns 0.31 \
    p_sw_uw 89.7 \
    powerDensity_nw_per_um2 1210 \
    setup-violations-final 0 \
    syn_area_um2 149 \
    layout-drive-gt1-share_pct 50.0 \
    vias 150 \
    ys_cells 16 \
    grt_antenna_before_repair 0 \
    combPwrFrac_pct 21.3 \
    worstSetupEndpointType "flop" \
    tns_ns 0 \
    root_buffer "clkbuf_4" \
    maxSlewViolCount 0 \
    final_hold_viol_count 0 \
    top_area_share_pct 40.3 \
]
==> per-stage QoR <==
step,instance area (um2),cells
finish,318,75
global route,315,74
CTS,305,74
detailed placement,264,68
global placement,264,68
floorplan,149,16
==> logic make-up after synthesis <==
kind of cell    share of synthesized area [%]
fa+ha+maj                                8.40
xor+xnor                                 5.88
other cells                              2.52
flops                                    40.3
simple gates                             17.7
mux                                      10.1
compound gates                           5.04
buf+inv                                  10.1
==> cells in the final DEF (no fill, tap or decap) <==
cell / n
buf_4: 4
dfxtp_2: 3
clkbuf_4: 3
dlygate4sd2_1: 3
nor2b_1: 2
nor2_1: 2
clkdlybuf4s50_1: 2
diode_2: 1
inv_2: 1
inv_1: 1
nor2b_4: 1
mux2_4: 1
xor2_1: 1
a211oi_1: 1
ha_2: 1
conb_1: 1
clkbuf_1: 1
==> cell type report <==
type,count,area (um2)
tap,46,57.6
clock buffer,4,26.3
fill,402,3100
multi-input combinational,10,83.8
sequential,3,63.8
inverter,2,7.51
antenna,1,2.50
timing repair buffer,9,76.3
==> power groups by stage <==
stage / logic, mW / clock network, mW / registers, mW
after CTS: 0.0738 / 0.188 / 0.119
after global routing: 0.0891 / 0.200 / 0.121
final: 0.0815 / 0.183 / 0.119
==> what timing repair did <==
action | in CTS | in global routing
cloned | 0 | 0
setup buffers | 2 | 0
pin swaps | 0 | 0
resized | 6 | 4
hold endpoints to repair | 0 | 0
endpoints found under the setup margin | 3 | 1
==> layer usage <==
metal | vias to the layer above | global-route usage, %
li1 | 73 | -
met1 | 67 | 1.13
met2 | 8 | 1.52
met3 | 2 | 3.18
met4 | 0 | 0.528
met5 | - | 0
==> worst paths after layout <==
kind	endpoint	slack, ns	cells after the start
worst max-delay path	SC[3]$_SDFFE_PP0N_	0.04	5
worst min-delay path	SC[2]$_SDFFE_PP0N_	0.49	2
worst max register to register	SC[3]$_SDFFE_PP0N_	0.04	5
worst min register to register	SC[2]$_SDFFE_PP0N_	0.49	2
==> synthesized netlist by cell type <==
master and number:
xor2_1 1, mux2_4 1, nor2b_1 3, conb_1 1, ha_1 1, inv_1 2, a211oi_1 1, dfxtp_1 3
nor2_1 2, buf_4 1
==> worst register-to-register path, stage by stage (launching register included) <==
cell,delay (ns)
dfxtp_2,0.31
buf_4,0.13
inv_2,0.04
ha_2,0.15
nor2b_4,0.13
mux2_4,0.29
Power figures rest on the tool's default switching activity, not on a simulated workload.
