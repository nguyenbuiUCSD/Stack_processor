[./config.mk]
export PLATFORM = sky130hd
export DESIGN_NAME = pc
export DESIGN_NICKNAME = pc
export VERILOG_FILES = /design/flow/design.v
export SDC_FILE = /design/flow/constraint.sdc
export NUM_CORES = 4
export LEC_CHECK = 1
export CORE_AREA = 10 10 70 70
export DIE_AREA = 0 0 80 80
[./constraint.sdc]
current_design pc

set clk_period 2.0
set clk_io_pct 0.2

create_clock -name clk0 -period $clk_period [get_ports {clk}]

set non_clock_inputs [all_inputs -no_clocks]
set_input_delay [expr $clk_period * $clk_io_pct] -clock clk0 $non_clock_inputs
set_output_delay [expr $clk_period * $clk_io_pct] -clock clk0 [all_outputs]
[./design.v]
import definitions::*;
module pc (
  input              clk,	      
  input              reset,		  
  output logic [8:0] PC);		  
  always_ff @(posedge clk) 
    if(reset)					  
      PC <= 'b0;
    else						  
      PC <= PC + 'b1;
endmodule
[./run.sh]
#!/bin/bash
# OpenROAD 26Q1-2900-gdf79404cd8, Yosys 0.63+post, stock flow scripts
make -C /OpenROAD-flow-scripts/flow DESIGN_CONFIG=/design/flow/config.mk WORK_HOME=/design/flow/orfs finish
==> results.toml <==
# implementation run metrics
[outcome]
run_status = "finished, final reports clean"

[grt]
grt_max_degree = 10
grt_pass1_vias = 317
antenna_found_initial = 0
grtUsageTotal = 0.0281
grt_overflow_total = 0
grt_pass1_wl_mm = 1.43

[yosys]
ys_warn_count = 2
topCellsByArea = "dfxtp_1 50%, or3_1 6.9%, a21oi_1 5.5%, nand3_1 5.5%, o21ai_0 5.5%"
top_cell_area_share = 0.497
numSynthFlops = 9
synth_stat.cells = 40
synth_chip_area_um2 = 363
ys_sh_xor = 0.0724
yosysSeqAreaShare = 0.497
post_synth_main_logic_family = "simple AND/OR/NAND/NOR gates"
syn_avg_cell_area_um2 = 9.07
ys_sh_simple = 0.266
synth-adder-area-share = 0.0345
yosys.area.top_type = "dfxtp_1"
synthCells = 40
ys_sh_mux = 0
synthAoiAreaFrac = 0.110
syn_area_um2 = 363
synth_cell_types = 16

[layout]
largest_register_ffs = 9
instances_no_fill = 99
drive_gt1_frac = 0.0943
regMostFlops = "PC"
reg_top3 = "PC (9)"
design_area_um2 = 543
syn_to_final_growth_pct = 49.7
num-fill-cells = 405

[worst_setup_path]
critPathBufInv = 1
critical_path_peak_fanout = 7
critPathKind = "reg2out"
cpLargestDelayFamily = "buffers and inverters"
cp.required_ns = 1.60
cpPeakStageDelay_ns = 0.52
reg2reg_slack_ns = 0.60
start_kind = "register"
crit_arrival_ns = 1.24
cp_cell_sequence = "clkdlybuf4s50_1"
slowest_stage = "clkdlybuf4s50_1"
cp-end-kind = "primary output"

[hold_path]
hp-class = "reg2reg"

[cts]
h-tree-depth = 1
root_buffer = "clkbuf_4"
cts.sinks = 9
cts_inserted_buffers = 3
post-cts-setup-buffer-count = 0
clk_pin_slew_worst_paths_ns = 0.06
clock_latency_ns = 0.26
cts_hold_buf = 0
post_cts_resized = 0
cts_tree = "yes"
clock_path_buffers = 2

[floorplan]
die_w_um = 80
num_rows = 21
die_area_um2 = 6400
core_util_floorplan = 0.106
die_h_um = 80
ios = 11
core_area_um2 = 3420

[placement]
gp_congestion = 0.677
post-place-cells = 95
dp_slack_ns = 0.598
placed_area_um2 = 517
port-buffer-count = 10

[final_timing]
slew_headroom = 0.793
clock_skew_ns = 0.00186
post-route-worst-setup-slack_ns = 0.364
tns_ns = 0
finalHoldViolations = 0
fmax_ghz = 0.611
drv_slew = 0
tightest_slew_ns = 0.309
setup_viol = 0
period_used_share = 0.818
finalCriticalPeriod_ns = 1.64
rsz0062_at_grt = "false"

[pwr]
max-vdd-ir-drop_uv = 381
p_leak_nw = 0.173
power.density_nw_per_um2 = 648

[drt]
wl_met1_um = 489
wl_met2_um = 300
routed_via_density = 3.32
drcViolationCount = 0
drtPass1Iterations = 4
top_layer = "met3"
wl_per_cell_um = 9.05
routed_wl_um = 896
num_vias = 329
met3_length_um = 106
diodes = 0
drtAntennaViolNets = 0
drt_iter0_markers = 5

[run]
tool_warnings = 25
cap_viol_max_count = 0
-- worst min-delay path: stages (launching register included) --
cell	delay (ns)
dfxtp_1	0.31
o21ai_0	0.08
a21oi_1	0.06
-- routing by layer --
metal / vias to the layer above / track usage
li1: 170 / -
met1: 145 / 0.0375
met2: 14 / 0.0361
met3: 0 / 0.0216
met4: 0 / 0.00176
met5: - / 0
-- synth_stat cells (all sizes together) --
master  count
dfxtp       9
a21oi       4
nand3       4
nor2        4
o21ai       4
or3         4
nand4       2
xnor2       2
and3        1
clkbuf      1
ha          1
inv         1
nand2       1
nor2b       1
xor2        1
-- where the power goes --
| group | switching (mW) | internal [mW] | total, mW |
|---|---|---|---|
| clock network | 0.0617 | 0.0768 | 0.139 |
| registers | 0.00801 | 0.184 | 0.192 |
| logic | 0.00651 | 0.0143 | 0.0208 |
-- cell type report --
cell class | count | area, um2 | area share
inverter | 1 | 3.75 | 0.00691
sequential | 9 | 180 | 0.332
tap | 46 | 57.6 | 0.106
clock buffer | 4 | 26.3 | 0.0484
timing repair buffer | 10 | 100 | 0.184
multi-input combinational | 29 | 175 | 0.323
-- through the flow --
step / utilization / power (mW) / hold slack [ns]
6_report: 0.159 / 0.352 / 0.499
3_3_place_gp: 0.151 / 0.217 / 0.473
2_1_floorplan: - / 0.203 / 0.441
4_1_cts: 0.159 / 0.356 / 0.507
5_1_grt: 0.159 / 0.373 / 0.529
3_5_place_dp: 0.151 / 0.217 / 0.488
-- cells by family (layout without fill, tap and decap cells) --
group                      Yosys count  after routing
AOI/OAI and AO/OA                    8              8
xor gates and xnor gates             3              3
adders and majority gates            1              1
buffers and inverters                2             15
DFF                                  9              9
and+or+nand+nor                     17             17
-- placed cells by master (no fill, tap or decap), types with 2 or more instances in the layout --
| cell | synthesis | layout |
|---|---|---|
| a21oi_1 | 4 | 4 |
| clkbuf_4 | 0 | 3 |
| clkdlybuf4s50_1 | 0 | 10 |
| dfxtp_1 | 9 | 9 |
| nand3_1 | 4 | 4 |
| nor2_1 | 4 | 4 |
| o21ai_0 | 4 | 4 |
| or3_1 | 4 | 4 |
| xnor2_1 | 2 | 2 |
-- final timing paths --
| kind | start | to | cells after the start |
|---|---|---|---|
| setup reg to reg | PC[0] | PC[8] | 4 |
| hold / removal | PC[8] | PC[8] | 2 |
| hold reg to reg | PC[8] | PC[8] | 2 |
| setup / recovery | PC[2] | PC[2] | 1 |
No activity file was given, so power comes from the tool's default toggle rates.
